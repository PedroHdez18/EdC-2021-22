==> flow/design.v <==
module regfile(input  wire        clk, 
               input  wire        we3,            
               input  wire [3:0]  ra1, ra2, wa3,  
               input  wire [7:0]  wd3, 			  
               output wire [7:0]  rd1, rd2);      
  reg [7:0] regb[0:15];  
  initial
  begin
    $readmemb("regfile.dat",regb);  
  end  
  always @(posedge clk)
    if (we3) regb[wa3] <= wd3;	
  assign rd1 = (ra1 != 0) ? regb[ra1] : 0;
  assign rd2 = (ra2 != 0) ? regb[ra2] : 0;
endmodule
module sum(input  wire [9:0] a, b,
             output wire [9:0] y);
  assign y = a + b;
endmodule
module registro #(parameter WIDTH = 8)
              (input  wire             clk, reset,
               input  wire [WIDTH-1:0] d, 
               output reg  [WIDTH-1:0] q);
  always @(posedge clk, posedge reset)
    if (reset) q <= 0;
    else       q <= d;
endmodule
module registro_en #(parameter WIDTH = 8)
              (input  wire             clk, reset, enable,
               input  wire [WIDTH-1:0] d, 
               output reg  [WIDTH-1:0] q);
  always @(posedge clk, posedge reset)
    if (reset) q <= 0;
    else
       if (enable)
         q <= d;
endmodule
module mux2 #(parameter WIDTH = 8)
             (input  wire [WIDTH-1:0] d0, d1, 
              input  wire             s, 
              output wire [WIDTH-1:0] y);
  assign y = s ? d1 : d0; 
endmodule
module ffd(input wire clk, reset, d, carga, output reg q);
  always @(posedge clk, posedge reset)
    if (reset)
	    q <= 1'b0;
	  else
	    if (carga)
	      q <= d;
endmodule 
==> flow/regfile.dat <==
0000_0000
0000_0000
0000_0000
0000_0000
0000_0000
0000_0000
0000_0000
0000_0000
0000_0000
0000_0000
0000_0000
0000_0000
0000_0000
0000_0000
0000_0000
0000_0000
==> flow/run.sh <==
#!/bin/bash
# OpenROAD 26Q1-2900-gdf79404cd8, Yosys 0.63+post, stock flow scripts
make -C /OpenROAD-flow-scripts/flow DESIGN_CONFIG=/design/flow/config.mk WORK_HOME=/design/flow/orfs finish
==> flow/config.mk <==
export PLATFORM = sky130hd
export DESIGN_NAME = sum
export DESIGN_NICKNAME = sum
export VERILOG_FILES = /design/flow/design.v
export SDC_FILE = /design/flow/constraint.sdc
export NUM_CORES = 4
export LEC_CHECK = 1
export CORE_AREA = 10 10 70 70
export DIE_AREA = 0 0 80 80
==> flow/constraint.sdc <==
current_design sum

set clk_period 4.7
set clk_io_pct 0.2

create_clock -name clk0 -period $clk_period

set non_clock_inputs [all_inputs -no_clocks]
set_input_delay [expr $clk_period * $clk_io_pct] -clock clk0 $non_clock_inputs
set_output_delay [expr $clk_period * $clk_io_pct] -clock clk0 [all_outputs]
==> flow_metrics.py <==
# Generated from Yosys and OpenROAD reports
metrics = {
    "timing": {
        "worst_slew_pin_slew_ns": 0.3259,
        "max_freq_mhz": 243.4,
        "setup_tns_ns": 0,
        "setup_viol": 0,
        "fin_crit_ns": 4.108,
        "hold_viol_final": 0,
        "rsz0062_at_grt": "false",
        "slew_headroom_pct": 78.18,
        "drv_slew": 0,
        "hold_slack_ns": 2.899,
        "fin_crit_sh_pct": 87.40,
    },
    "job": {
        "max_cap_violations": 0,
        "warnings": 32,
    },
    "place": {
        "dp.final_hpwl_um": 1152,
        "port_buffers": 30,
        "place_congestion": 0.7574,
        "post-place-cells": 127,
    },
    "worst_setup_path": {
        "worstSetupPathType": "in -> out",
        "end_kind": "primary output",
        "arrival_ns": 3.17,
        "worstPathMaxFanout": 2,
        "cp.required_ns": 3.76,
        "startpoint_type": "primary input",
    },
    "grt": {
        "grt_pass1_wl_um": 2111,
        "grt_max_degree": 7,
        "grt-ovfl-total": 0,
        "antenna_found_initial": 0,
        "grt_pass1_vias": 478,
        "track_usage_pct": 3.886,
    },
    "routing": {
        "via_count": 448,
        "finalWirelength_um": 1287,
        "drc_errors": 0,
        "wl_per_cell_um": 10.13,
        "dr.pass1.iters": 4,
        "drtIter0Drc": 7,
        "vias_per_cell": 3.528,
        "detail-route-antenna-nets": 0,
        "antennaDiodeCount": 0,
    },
    "cells_and_area": {
        "num-clock-buffers": 0,
        "flops": 0,
        "areaGrowthSynthToFinish_pct": 92.86,
        "nFillCells": 377,
        "drive_above_1_share_pct": 1.235,
        "ff_latch_area_um2": 0,
        "instances_no_fill": 127,
        "layout.area.comb_um2": 362.8,
    },
    "yosys": {
        "synth_seq_share_pct": 0,
        "topCellsByArea": "ha_1 (29%), xnor2_1 (16%), nand3_1 (6.5%), inv_1 (5.8%), a21oi_1 (5.2%)",
        "ys_cells": 51,
        "ys_chip_area_um2": 385.4,
        "synthCells": 51,
        "synthesis.area_um2": 385.4,
        "common_cells": "ha_1 (9), xnor2_1 (7), inv_1 (6)",
        "most_common_cell": "ha_1",
        "yosys_warnings": 0,
        "yosysTopAreaCell": "ha_1",
        "ys_types": 17,
        "synth.avg_cell_area_um2": 7.556,
        "top_cell_area_share_pct": 29.22,
    },
    "floorplanning": {
        "fp_util_pct": 11.28,
        "io_pins": 30,
        "core_area_um2": 3416,
        "die_w_um": 80,
        "num_rows": 21,
        "dieArea_um2": 6400,
        "dieHeight_um": 80,
    },
    "power_and_ir_drop": {
        "p_per_area_nw_per_um2": 132.4,
        "leakage_nw": 0.3033,
        "irDropWorstVdd_mv": 0.03804,
        "power_mw": 0.09837,
    },
    "outcome": {
        "status": "finished, final reports clean",
    },
    "clock_tree": {
        "cts_resized": 0,
        "hold_buffers": 0,
        "post-cts-setup-buffer-count": 0,
    },
    "worst_hold_path": {
        "hold_path.class": "in -> out",
    },
}
[placed cells by master (no fill, tap or decap)]
| cell | synthesis | layout |
|---|---|---|
| a21o_1 | 2 | 2 |
| a21oi_1 | 4 | 4 |
| a221oi_2 | 1 | 1 |
| a31oi_1 | 2 | 2 |
| and2_1 | 1 | 1 |
| clkdlybuf4s50_1 | 0 | 30 |
| fa_1 | 1 | 1 |
| ha_1 | 9 | 9 |
| inv_1 | 6 | 6 |
| nand2_1 | 2 | 2 |
| nand2b_1 | 1 | 1 |
| nand3_1 | 5 | 5 |
| nor2_1 | 4 | 4 |
| o211ai_1 | 2 | 2 |
| o21ai_0 | 1 | 1 |
| o221ai_1 | 1 | 1 |
| xnor2_1 | 7 | 7 |
| xor2_1 | 2 | 2 |
[kinds of logic (layout without fill, tap and decap cells)]
group	after synthesis	after routing	synth area share (%)
simple gates	13	13	15.59
buf+inv	6	36	5.844
fa+ha+maj	10	10	34.42
xor+xnor	9	9	20.46
compound gates	13	13	23.70
[through the flow]
step / cell area (um2) / setup WS, ns / util, %
after floorplan: 385.4 / 1.714 / -
after global placement: 743.2 / 0.6214 / 21.76
after detailed placement: 743.2 / 0.5964 / 21.76
after CTS: 743.2 / 0.5923 / 21.76
after global routing: 743.2 / 0.4320 / 21.76
final: 743.2 / 0.5920 / 21.76
[area by class of cell]
cell class | count | share of cell area, %
Inverter | 6 | 3.030
Multi-Input combinational cell | 45 | 48.82
Tap cell | 46 | 7.744
Timing Repair Buffer | 30 | 40.40
[power breakdown]
group	internal [mW]	total (mW)	switching, mW
combinational	0.0659	0.0984	0.0325
sequential	0	0	0
clock	0	0	0
total	0.0659	0.0984	0.0325
[final timing paths]
kind	start	endpoint	slack [ns]	depth (start not counted)
worst max-delay path	a[0]	y[8]	0.59	9
worst min-delay path	b[0]	y[0]	2.90	3
[layer usage]
layer,part of all wire (%),GRT usage [%],vias up
met5,0,0,-
met4,0,0,0
met3,15,2.159,0
met2,35,5.457,21
met1,49,5.368,184
li1,-,-,243
[critical path, stage by stage]
cell and delay [ns]:
clkdlybuf4s50_1 0.46, ha_1 0.16, inv_1 0.05, fa_1 0.39, nand2b_1 0.18, a21oi_1 0.25, a221oi_2 0.10, xnor2_1 0.14
clkdlybuf4s50_1 0.48
